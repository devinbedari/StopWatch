<file path="/design/flow/design.v">
`timescale 1ns / 1ps
module Debouncer(
    input button,
	 input src_clk,
    output reg deb_sig
    );
always @ (posedge src_clk)
begin
deb_sig <= button;
end
endmodule
`timescale 1ns / 1ps
module clock_divider(
    input reset,
    input src_clk,
    output reg clk_1hz,   
    output reg clk_2hz,   
    output reg clk_4hz,   
    output reg clk_50hz   
    );
reg [25:0] onehz; 
reg [24:0] twohz; 
reg [23:0] fourhz; 
reg [19:0] fiftyhz; 
always @ (posedge src_clk)
begin
	if(reset)
	begin
		onehz <= 26'd0;
		clk_1hz <= 0;
	end
	else if (onehz == 26'd50000000)  
	begin
		onehz <= 26'd0;
		clk_1hz <= ~clk_1hz;
	end
	else
	begin
		onehz <= onehz + 26'd1;	
	end
end
always @ (posedge src_clk)
begin
	if(reset)
	begin
		twohz <= 25'd0;
		clk_2hz <= 0;
	end
	else if (twohz == 25'd25000000)
	begin
		twohz <= 25'd0;
		clk_2hz <= ~clk_2hz;
	end
	else
		twohz <= twohz + 25'd1;
end
always @ (posedge src_clk)
begin
	if(reset)
	begin
		fourhz <= 24'd0;
		clk_4hz <= 0;
	end
	else if (fourhz == 26'd12500000)
	begin
		fourhz <= 24'd0;
		clk_4hz <= ~clk_4hz;
	end
	else
		fourhz <= fourhz + 24'd1;	
end
always @ (posedge src_clk)
begin
	if(reset)
	begin
		fiftyhz <= 20'd0;
		clk_50hz <= 0;
	end
	else if (fiftyhz == 20'd250000)  
	begin
		fiftyhz <= 20'd0;
		clk_50hz <= ~clk_50hz;
	end
	else
		fiftyhz <= fiftyhz + 20'd1;	
end
endmodule
`timescale 1ns / 1ps
module digitDivider(
    input src_clk,
    input src_rst,
    input [11:0] seconds,
    output reg [3:0] sec_u,
    output reg [3:0] sec_t,
    output reg [3:0] min_u,
    output reg [3:0] min_t
    );
reg [5:0] min;
reg [5:0] sec;
always @ (posedge src_clk)
begin
	if ( src_rst )
	begin 
		sec_u <= 0;
		sec_t <= 0;
		min_u <= 0;
		min_t <= 0;
	end
	else
	begin
		min <= seconds / 60;
		sec <= seconds - (min * 60);
		min_u <= min % 10;
		min_t <= min / 10;
		sec_u <= sec % 10;
		sec_t <= sec / 10;
	end
end
endmodule
`timescale 1ns / 1ps
module display_digit(input [1:0] select,
    input [3:0] digit_val,
    input dp,
	 input src_clk,
	 output reg [3:0]anode,
	 output reg [7:0]segment
    );
	always @ (posedge src_clk)
	begin
		case(select)
			0:	anode <= 4'b1110;
			1: anode <= 4'b1101;
			2: anode <= 4'b1011;
			default: anode <= 4'b0111;
		endcase
		case(digit_val)
			0:	segment <= 8'b11000000; 
			1:	segment <= 8'b11111001; 
			2:	segment <= 8'b10100100;  
			3:	segment <= 8'b10110000; 
			4:	segment <= 8'b10011001; 
			5:	segment <= 8'b10010010;  
			6:	segment <= 8'b10000010;  
			7:	segment <= 8'b11111000;  
			8:	segment <= 8'b10000000; 
			default: segment <= 8'b10011000; 
		endcase	
		segment[7] <= ~dp;
	end
endmodule
`timescale 1ns / 1ps
module initFourHz(
    input src_rst,
    input src_clk,
    output reg clk_out
    );
reg [23:0] fourhz; 
always @ (posedge src_clk)
begin
	if(src_rst)
	begin
		fourhz <= 24'd0;
		clk_out <= 0;
	end
	else if (fourhz == 26'd6250000)
	begin
		fourhz <= 24'd0;
		clk_out <= ~clk_out;
	end
	else
		fourhz <= fourhz + 24'd1;	
end
endmodule
`timescale 1ns / 1ps
module stopwatch(
	 btnS,
	 btnR,
	 sw,
    clk,
	 an,
	 seg,
	 Led,
	 LedA,
	 LedB
    );
input btnS;
input btnR;
output reg [2:0] Led;
output reg [1:0] LedA;
output reg LedB;
input [2:0] sw;
input clk;
output reg [3:0] an;
output reg [7:0] seg;
reg rst;
wire init_eightHz;
initFourHz initEightHz(.src_rst(1'b0), .src_clk(clk), .clk_out(init_eightHz));
wire rst_db;
Debouncer d1(.button(btnS), .src_clk(init_eightHz), .deb_sig(rst_db));
wire btnR_db;
Debouncer d2(.button(btnR), .src_clk(init_eightHz), .deb_sig(btnR_db));
always @ (*)  
begin
	rst <= rst_db;  
	LedA[1] <= rst;
end
wire oneHz, twoHz, fourHz, fiftyHz;
clock_divider ckdv(.reset(1'b0), .src_clk(clk), .clk_1hz(oneHz), .clk_2hz(twoHz), .clk_4hz(fourHz), .clk_50hz(fiftyHz));
reg pause;
always @ (posedge btnR_db)  
begin
		pause <= ~pause;
		LedA[0] <= pause;
end 
always @ (posedge clk)
begin
	Led[0] = sw[0];
	Led[1] = sw[1];
	Led[2] = sw[2];
end 
wire [3:0] s_units;
wire [3:0] s_tens;
wire [3:0] m_units;
wire [3:0] m_tens;
reg [11:0] secs;
initial begin
secs <= 0;
end
wire clk_speed;
assign clk_speed = ((sw[0] == 1 && sw[1] == 0) ? twoHz : oneHz);
wire [1:0] mode;
assign mode[0] = sw[0];
assign mode[1] = sw[1]; 
always @ (posedge clk_speed or posedge rst)
begin
	if (rst)
	begin
		secs <= 0;
		LedB <= 0;
	end
	else if (pause == 1)
	begin
		LedB <= 1;
	end
	else
	begin
		if (mode == 0 && pause != 1)
		begin
			LedB <= 0;
			if (secs == 3599)
			begin
				secs <= 0;
			end
			else
			begin
				secs <= secs + 12'd1;
			end
		end
		else if (mode == 1 && pause != 1)
		begin
			LedB <= 0;
			if (secs >= 3599)
			begin
				secs <= secs - 12'd3599;
			end
			else
			begin
				if(sw[2] == 1)
				begin
					secs <= secs + 12'd60;
				end
				else
				begin
					secs <= secs + 12'd1;
				end
			end
		end
		else if (mode == 2 && pause != 1 )
		begin
			LedB <= 0;
			if (secs == 0)
			begin
				secs <= 3599;
			end
			else
			begin
				secs <= secs - 12'd1;
			end
		end
		else  
		begin
		end
	end
end
digitDivider digDiv(.src_clk(clk), .src_rst(1'b0), .seconds(secs),.sec_u(s_units),.sec_t(s_tens),.min_u(m_units),.min_t(m_tens));
reg [3:0] digit_value [0:3];
always @ (posedge clk)
begin
	if(rst)
	begin 
		digit_value[0] <= 4'd0;
		digit_value[1] <= 4'd0;
		digit_value[2] <= 4'd0;
		digit_value[3] <= 4'd0; 
	end
	else
	begin
		digit_value[0] <= s_units;
		digit_value[1] <= s_tens;
		digit_value[2] <= m_units;
		digit_value[3] <= m_tens; 
	end
end
reg [1:0] digPos;	
reg decp;
always @ (posedge fiftyHz)
begin
	if ( rst )
	begin
		digPos <= 0;
		decp <= 0;
	end
	if (digPos == 1)
	begin
		decp <= 1;
		digPos <= digPos + 2'b01;
	end
	else
	begin
		decp <= 0;
		digPos <= digPos + 2'b01;
	end
end
wire [3:0]an_val;
wire [7:0]seg_val;
display_digit dispDig(.select(digPos), .digit_val(digit_value[digPos]), .dp(decp), .src_clk(fiftyHz),   .anode(an_val), .segment(seg_val));
reg count_four;
initial
begin
	count_four <= 0;
end
always @ (posedge fourHz)
begin 
	count_four <= ~count_four;
end
always @ (posedge fiftyHz)
begin 
	if (mode == 1)
	begin 
		if (count_four == 1)
		begin
			if (sw[2] == 1)
			begin
				an[0] <= an_val[0];
				an[1] <= an_val[1];
				an[2] <= 1'b1;
				an[3] <= 1'b1;
				seg <= seg_val;
			end
			else
			begin
				an[0] <= 1'b1;
				an[1] <= 1'b1;
				an[2] <= an_val[2];
				an[3] <= an_val[3];
				seg <= seg_val;
			end	
		end
		else
		begin
			an <= an_val;
			seg <= seg_val;
		end
	end
	else
	begin
		an <= an_val;
		seg <= seg_val;
	end
end
endmodule
</file>
<file path="/design/flow/run.sh">
#!/bin/bash
# OpenROAD 26Q1-2900-gdf79404cd8, Yosys 0.63+post, stock flow scripts
make -C /OpenROAD-flow-scripts/flow DESIGN_CONFIG=/design/flow/config.mk WORK_HOME=/design/flow/orfs finish
</file>
<file path="/design/flow/config.mk">
export PLATFORM = sky130hd
export DESIGN_NAME = stopwatch
export DESIGN_NICKNAME = stopwatch
export VERILOG_FILES = /design/flow/design.v
export SDC_FILE = /design/flow/constraint.sdc
export NUM_CORES = 4
export LEC_CHECK = 1
export CORE_UTILIZATION = 40
</file>
<file path="/design/flow/constraint.sdc">
current_design stopwatch

set clk_period 3.7
set clk_io_pct 0.2

create_clock -name clk0 -period $clk_period [get_ports {clk}]

set non_clock_inputs [all_inputs -no_clocks]
set_input_delay [expr $clk_period * $clk_io_pct] -clock clk0 $non_clock_inputs
set_output_delay [expr $clk_period * $clk_io_pct] -clock clk0 [all_outputs]
</file>
==> summary.txt <==
Results of the run.

The xor and xnor area share after synthesis is 11.2%. The per-instance average area after synthesis is 8.79 um^2. Hold-check failures listed in the final report amount to 0.

The critical path goes through inv_1, ha_1, or2_2, ha_1, nand3b_1, nand2_1, and2_1, o21ai_0, o21ai_0, a21oi_1, nor2_1, xnor2_1. The required time at the worst endpoint is listed as 4000 ps. The startpoint type of the worst setup path is a register. The worst register-to-register path has a setup slack of 1050 ps.

The horizontal die dimension reported for this design is 161 um. The total of flip-flops plus latches after synthesis is 212. The half-perimeter wire length of the detailed placement result is 14000 um. The fraction of final layout cells with drive strength greater than 1 is 5.18%. The final timing report lists a max-slew violation count of 0. Summing every instance area after synthesis gives 10100 um^2. For this design, Yosys synthesis ends with a cell count of 1152.

The routing usage on met3 is 2.20%. The number of buffers between clock root and the deepest sink is 2. The met2 layer usage reported by global route is 22.9%. The core outline area is 24600 um^2. TritonCTS built the clock tree.

The highest attainable clock frequency is 377 MHz. TritonCTS created 17 clock buffers. The number of global-route vias before repair is 7004. The run reported a max-capacitance violation count of 0. Ranking logic cells in the layout by count gives the top entries sky130_fd_sc_hd__dfxtp_1 (194), sky130_fd_sc_hd__nor2_1 (130), sky130_fd_sc_hd__nand2_1 (98). The pin count of the biggest net entering global routing is 29. The number of warnings in the stage logs is 43. The floorplan step defined a die boundary enclosing 26000 um^2. The end-of-flow core utilization is 45.6%. For this run, the total global-route usage over all layers was measured as 15.9%. Looking at the cell usage after synthesis, the top flip-flop cell is sky130_fd_sc_hd__dfxtp_1. The number of iterations in the first detailed-routing pass is 7.

24 I/O pins were placed. The power density over cell area is 369 nW/um^2. The simple-gate area share of the yosys netlist is 24.8%. For the worst reg-to-reg path, the endpoint reported by OpenROAD is digDiv.sec_u[3]$_DFF_P_. The max-slew check reports its worst relative slack as 39.4%. The later pin in the worst-skew pair is clocked with a latency of 420 ps. The portion of netlist area occupied by mux cells is 0.606%. The fraction of met1 tracks used by global routing is 26.4%. The setup total negative slack is 0 ps.

The first global-routing pass estimated 33800 um of wire. Looking at hold timing, the worst path starts from digDiv.sec[0]$_DFF_P_. Setup repair after global routing left no endpoint under its margin. The count of hold buffers inserted by post-cts repair is 0.

Per the timing report, the most critical flop-to-flop path originates at digDiv.sec[4]$_DFF_P_. The share of the core area taken by cells at floorplan is 41.1%. The area growth from synthesis to layout is 10.9%. The area fraction in full adders, half adders and majority gates is 5.02%. The run finished with clean final reports. The detailed router's first-iteration violation count is 487.

The path depth of the worst reg2reg path is 12. The clock tree skew after final layout is 10.1 ps. The worst setup path is captured at a register. The synthesized netlist devotes 11.9% of its cell area to compound gates.

The final cycle utilization of the critical path is 71.7%. The most frequent logic cell in the layout is sky130_fd_sc_hd__dfxtp_1. After detailed routing, the number of remaining DRC violations is 0.

The post-synthesis cell count is 1152. The synthesized netlist has a Yosys-reported chip area of 10100 um^2. The total wire length after detailed routing is 19700 um. Together, buffers and inverters on the worst path number 1. Detailed routing inserted a total of 7676 vias. The via density per instance is 5.11. The final setup violation count is 0. The timer found 45 register pins that no clock reaches; their paths are not timed.

68 endpoints have no timing constraint. CTS placed an instance of sky130_fd_sc_hd__clkbuf_16 at the clock tree root. The antenna cell count is 0.

On the reported timing paths, the clock transition at the registers reads 70 ps. The vertical die size is 161 um. Subtracting the final worst setup slack from the clock period gives 2650 ps. The category of the most critical setup path is register to register.

The initial antenna violation count came to 0. Hold analysis lists the worst path endpoint as digDiv.sec_u[0]$_DFF_P_. Per STA, the worst path accumulates the most delay in the family simple AND/OR/NAND/NOR gates. The count of standard-cell rows is 57. After global routing the overflow that remains totals 0. The filler cells instantiated in the layout total 2319. The post-synthesis async set-or-reset flop share is 6.13%.

The detail route stage leaves a number of antenna-violating nets equal to 0. The data arrival time of the critical path is 2960 ps. The worst hold-check path type is register to register.

The actual transition at the worst max-transition pin is 910 ps. During placement, the flow inserted port buffers numbering 23. The cell at the slowest stage of the critical path is sky130_fd_sc_hd__dfxtp_1.

Max fanout on the critical path was recorded as 7. The number of levels the H-tree was split into is 4. Counting flops with a built-in enable in the synthesized netlist gives 5. The Yosys warning count is 8. The post-CTS setup buffer count is 0.

The worst vdd rail ir drop is 0.295 mV. The share of the Yosys chip area taken by registers is 43.1%. The weighted congestion reported at the end of routability-driven placement is 0.916. Once the clock tree was built, the resizer swapped 0 gates to a different size.

The average routed wire per standard cell is 13.1 um. Along the worst hold path, the cell count comes to 0. The largest combinational cell category by area is simple AND/OR/NAND/NOR gates. Per the synthesis report, the number of distinct cell types is 84. After global routing, the most crowded layer is met1. The worst stage delay on the critical path is 430 ps. The leakage power is 4.43 nW.
==> cells in the mapped netlist (28+ instances only) <==
| cell type | count | share of area, % |
|---|---|---|
| sky130_fd_sc_hd__a21oi_1 | 44 | 2.2 |
| sky130_fd_sc_hd__and3_1 | 29 | 1.8 |
| sky130_fd_sc_hd__dfxtp_1 | 194 | 38 |
| sky130_fd_sc_hd__ha_1 | 39 | 4.8 |
| sky130_fd_sc_hd__inv_1 | 53 | 2.0 |
| sky130_fd_sc_hd__nand2_1 | 98 | 3.6 |
| sky130_fd_sc_hd__nand3_1 | 73 | 3.6 |
| sky130_fd_sc_hd__nand4_1 | 28 | 1.7 |
| sky130_fd_sc_hd__nor2_1 | 130 | 4.8 |
| sky130_fd_sc_hd__o21ai_0 | 45 | 2.2 |
| sky130_fd_sc_hd__xnor2_1 | 76 | 6.6 |
| sky130_fd_sc_hd__xor2_1 | 54 | 4.7 |
==> metal layers <==
layer | up-vias | wire, um | share of wire [%]
met5 | - | 0 | 0
met4 | 0 | 317 | 1.6
met3 | 23 | 779 | 4.0
met2 | 163 | 8140 | 41
met1 | 3454 | 10400 | 53
li1 | 4036 | - | -
==> per-stage QoR <==
stage | hold slack [ps] | setup WS (ps) | instances | instance area (um^2) | power [mW]
3_3_place_gp | 315 | 1160 | 1469 | 10700 | 2.47
4_1_cts | 344 | 1060 | 1501 | 11200 | 4.21
2_1_floorplan | 310 | 1310 | 1152 | 10100 | 2.39
5_1_grt | 356 | 847 | 1501 | 11200 | 4.35
3_5_place_dp | 314 | 1090 | 1469 | 10700 | 2.48
6_report | 345 | 1050 | 1501 | 11200 | 4.15
==> cells by family after synthesis <==
kind of cell | after synthesis
and+or+nand+nor | 494
DFF | 212
adders and majority gates | 40
buffers and inverters | 88
AOI/OAI and AO/OA | 182
xor gates and xnor gates | 130
muxes | 6
==> state kept, by name, indices dropped and copies added (netlist names), 2 cells and up <==
signal and count:
initEightHz.fourhz 24, ckdv.twohz 25, digDiv.min_u 4, Led 3, digit_value 14, digPos 2
secs 12, dispDig.segment 8, ckdv.fourhz 24, digDiv.min 6, digDiv.min_t 3, digDiv.sec_u 4
ckdv.onehz 26, digDiv.sec_t 3, dispDig.anode 4, digDiv.sec 6, an 4, seg 8
ckdv.fiftyhz 20
==> area by class of cell <==
cell class	instances	area (um^2)	area share [%]
multi-input cells	852	5440	48.4
flip-flops and latches	212	4360	38.8
clock buffers	17	425	3.79
well taps	324	405	3.61
repair buffers	27	260	2.32
inverters	54	203	1.80
clock inverters	15	141	1.26
==> report_power, final <==
part / internal (mW) / switching (mW) / leakage, nW
clock network: 0.942 / 0.764 / 0.278
registers: 1.91 / 0.0618 / 1.80
logic: 0.230 / 0.243 / 2.34
total: 3.08 / 1.07 / 4.43
==> worst max path at each step <==
stage / from / to / slack (ps) / cells after the start
4_1_cts: digDiv.sec[4]$_DFF_P_ / digDiv.sec_u[3]$_DFF_P_ / 1060 / 12
6_report: digDiv.sec[4]$_DFF_P_ / digDiv.sec_u[3]$_DFF_P_ / 1050 / 12
5_1_grt: digDiv.sec[4]$_DFF_P_ / digDiv.sec_u[3]$_DFF_P_ / 850 / 12
No activity file was given, so power comes from the tool's default toggle rates.
