--- flow/constraint.sdc ---
current_design modulo10_counter

set clk_period 1.8
set clk_io_pct 0.2

create_clock -name clk0 -period $clk_period [get_ports {src_clk}]

set non_clock_inputs [all_inputs -no_clocks]
set_input_delay [expr $clk_period * $clk_io_pct] -clock clk0 $non_clock_inputs
set_output_delay [expr $clk_period * $clk_io_pct] -clock clk0 [all_outputs]
--- flow/run.sh ---
#!/bin/bash
# OpenROAD 26Q1-2900-gdf79404cd8, Yosys 0.63+post, stock flow scripts
make -C /OpenROAD-flow-scripts/flow DESIGN_CONFIG=/design/flow/config.mk WORK_HOME=/design/flow/orfs finish
--- flow/config.mk ---
export PLATFORM = sky130hd
export DESIGN_NAME = modulo10_counter
export DESIGN_NICKNAME = modulo10_counter
export VERILOG_FILES = /design/flow/design.v
export SDC_FILE = /design/flow/constraint.sdc
export NUM_CORES = 4
export LEC_CHECK = 1
export CORE_AREA = 10 10 70 70
export DIE_AREA = 0 0 80 80
--- flow/design.v ---
`timescale 1ns / 1ps
module modulo10_counter(
    input src_rst,
    input src_clk,
    output reg [3:0] out
    );
always @ (posedge src_clk)
begin
	if(src_rst)
	begin
		out <= 4'd0;
	end
	else if (out == 10) 
	begin
		out <= 4'd0;
	end
	else
		out <= out + 4'b1;
	begin
	end
end
endmodule
==> changes_impl.md <==
### Physical design

- Status: complete, no violations
- Setup TNS: 0 ps
- Postcts setup bufs: 0
- First-pass GRT wire length: between 700 and 800 microns
- CTS buffer count: 3
- Top post-synthesis cells by area: dfxtp_1, ha_1, nand2b_1
- Sw Ratio: 0.217
- Dominant flop cell: dfxtp_1
- DR DRC count: 0
- Max_cap viols: 0
- Max frequency: 0.654 GHz
- R2R cell count: 5
- Clock sink total: 4
- Die Size: 6400 sq um
- Met2 GRT Util: 0.0120
- Crit. path cell count: 1
- DIE HEIGHT: 80 microns
- FP Rows: 21
- Worst-path fanout max: 5
- Congestion Overflow GR: 0
- Final min period: 1530 ps
- Async set or reset register ratio after synthesis: 0
- Root buf cell: clkbuf_4
- Cells after Synth: 19
- Static Leak: 0.0995 nW
- Initial antenna violation count: 0
- Largest area contributor in the netlist: dfxtp_1
- Worst hold margin: 489 ps
- CTS tree: built
- Critical Path Sink Type: primary output
- Largest register by flop count: out
- Clock transition at path regs: ~30 ps
- Fin. Hold Viols: 0
- Endpoints failing setup: 0
- Placer Congestion: 0.655
- Remaining antenna violation count: 0
- P_int: 0.187 mW
- Top flop regs: out (4)
- Share of layout cells above drive strength 1: 0.111
- Clock buffer depth: 2
- Drt via density: ~2.1
- Core ar.: around 3400 sq um
- Worst-Skew Late Latency: 240 ps
- Top cell family by delay on the critical path: buffers and inverters
- Cell area power density: around 790 nW/um^2
- RSZ-0062 raised after global routing: no
- Max VDD drop: 0.146 mV
- Clock skew: 2.60 ps
- Seq pwr share: 0.427
- Diodes inserted: 0
- Iter 0 DRT Violations: 5
- Crit path largest cell delay: 540 ps
- Max-slew headroom: 0.874
- Critical path arrival: 1170 ps
- DRT Wirelength: 500 microns
- Critical path type: flip-flop to primary output
- Filler cell count: around 400
- Clock group share of total power: 0.464
- I/O Pins: 6
- GRT Util Overall: 0.0167
- Critical path, cell by cell: clkdlybuf4s50_1
- Worst slew pin tran: 188 ps
- Gates resized, CTS repair: 0
- Width of the die: 80 microns
- CP max-delay cell: clkdlybuf4s50_1
- Number of enable flip-flop cells: 0
- Final Cycle Share: 0.850
- Setup crit start kind: flip-flop
- Vias in the first global route: between 150 and 200
- Combinational power share: 0.109
- Area Overhead vs Synth: 74.8%
- Hold_buf cts: 0
- Crit path buf inv count: 1
- Final tally of max-slew violations: 0
- Worst EP required: 1440 ps
- Vias: roughly 160
- Avg Synthesized Cell Area: ~9.2 sq um
- Yosys chip area: 174 sq um
- Seq share, synth: 0.460
- Wire per inst: 6.85 microns
- Net Sw Power: a little over 0.05 mW
- GRT Max-Usage Layer: met3
- Count leader, synth: dfxtp_1
- HP Class: flip-flop to flip-flop
- Reg area: 80.1 sq um
- Global-route met3 utilization: 0.0352
- Synth cell types: 11
- DRT Pass-1 Iters: 2
- Global routing usage on met1: 0.0160
- FP Util: 0.0509
- Largest register FFs: 4
- Yosys stat cell total: 19
- Dominant cell area share: 0.460
- H-tree depth: 1
- Warnings from Yosys: 1
- Flops after synth: 4
- Syn Std Cell Area: 174 sq um
- Largest net degree at the start of global routing: 7
- Tool warnings: 26
- Worst hold path depth: 1
- Comb gate area: 90.1 sq um
- Port-buffer cells: 5
==> area by class of cell <==
type | count | area share
clock buffers | 3 | 0.0741
inverters | 1 | 0.0123
multi-input cells | 14 | 0.296
flip-flops and latches | 4 | 0.263
well taps | 46 | 0.189
repair buffers | 5 | 0.165
==> path summary, 6_finish.rpt <==
kind                              from      to  slack [ps]
worst max-delay path            out[0]  out[0]         270
worst min-delay path            out[0]  out[0]         490
worst min register to register  out[0]  out[0]         490
worst max register to register  out[0]  out[2]         750
==> metal layers <==
layer,vias up,wire length [microns]
li1,79,-
met1,68,201
met2,9,112
met3,0,186
met4,0,0
met5,-,0
==> power by group through the flow <==
stage | Combinational (mW) | Sequential [mW] | Clock, mW
CTS | 0.0264 | 0.102 | 0.116
global route | 0.0304 | 0.103 | 0.124
finish | 0.0261 | 0.102 | 0.111
==> cells by family after synthesis <==
| logic type | after synthesis | share of synthesized area |
|---|---|---|
| simple gates | 9 | 0.273 |
| flops | 4 | 0.460 |
| compound gates | 3 | 0.101 |
| fa+ha+maj | 2 | 0.144 |
| buf+inv | 1 | 0.0216 |
==> stage by stage <==
step	instances	setup WS, ps	area (sq um)	total power [mW]	utilization
after CTS	73	270	304	0.244	0.0890
after global placement	70	536	282	0.128	0.0824
after detailed placement	70	534	282	0.129	0.0824
after floorplan	19	900	174	0.111	-
after global routing	73	223	304	0.257	0.0890
final	73	271	304	0.239	0.0890
==> layout by cell type, fill, tap and decap left out, drive strengths merged <==
cell / netlist / final
dfxtp: 4 / 4
nand2b: 2 / 2
nor2: 2 / 2
ha: 2 / 2
inv: 1 / 1
a21oi: 2 / 2
nand3b: 1 / 1
nand2: 1 / 1
o21bai: 1 / 1
or2: 1 / 1
clkbuf: 0 / 3
clkdlybuf4s50: 0 / 5
nand3: 2 / 2
Power is estimated from default activity; no workload was simulated.
